`/design/flow/design.v`:
```
module registerFile #(
	parameter DATA_WIDTH=32,
	parameter ADDR_WIDTH=8 
)
(
	input clk,
	input rst,
	input[DATA_WIDTH:0] data_In,
	input[3:0] data_InReg,
	input enable,
	input[3:0] data_OutRegA,
	input[3:0] data_OutRegB,
	output reg[ADDR_WIDTH-1:0] regA,
	output reg[ADDR_WIDTH-1:0] regB
);
reg [DATA_WIDTH-1:0] s [0:(1<<ADDR_WIDTH)-1];  
reg [DATA_WIDTH-1:0] t [0:(1<<ADDR_WIDTH)-1];  
	integer i;
	initial begin
		for(i = 0; i < 8; i = i + 1)
			begin
				s[i] = 0;
				t[i] = 0;
			end
	end
	always @ (posedge clk) begin
		if(rst) begin	 
			for(i = 0; i < 8; i = i + 1) begin  
				s[i] = 0;
				t[i] = 0;
			end
		end
		else begin 
			if(enable) begin
				if(data_InReg<4'b1000)  
					s[data_InReg] <= data_In;  
				else if(data_InReg>4'b0111)
					t[data_InReg-4'b1000] <= data_In;  
			end					
		end
	end
	always @ (posedge clk) begin 
		if(data_OutRegA<4'b1000)  
				regA <= s[data_OutRegA];  
		else if(data_OutRegA>4'b0111)
			regA <= t[data_OutRegA-4'b1000]; 
		if(data_OutRegB<4'b1000)  
			regB <= s[data_OutRegB];  
		else if(data_OutRegB>4'b0111)
			regB <= t[data_OutRegB-4'b1000];	 
	end
endmodule
```
`/design/flow/config.mk`:
```
export PLATFORM = sky130hd
export DESIGN_NAME = registerFile
export DESIGN_NICKNAME = registerFile
export VERILOG_FILES = /design/flow/design.v
export SDC_FILE = /design/flow/constraint.sdc
export NUM_CORES = 4
export LEC_CHECK = 1
export CORE_UTILIZATION = 40
export SYNTH_MEMORY_MAX_BITS = 65536
```
`/design/flow/run.sh`:
```
#!/bin/bash
# OpenROAD 26Q1-2900-gdf79404cd8, Yosys 0.63+post, stock flow scripts
make -C /OpenROAD-flow-scripts/flow DESIGN_CONFIG=/design/flow/config.mk WORK_HOME=/design/flow/orfs finish
```
`/design/flow/constraint.sdc`:
```
current_design registerFile

set clk_period 6.6
set clk_io_pct 0.2

create_clock -name clk0 -period $clk_period [get_ports {clk}]

set non_clock_inputs [all_inputs -no_clocks]
set_input_delay [expr $clk_period * $clk_io_pct] -clock clk0 $non_clock_inputs
set_output_delay [expr $clk_period * $clk_io_pct] -clock clk0 [all_outputs]
```
==> impl_metrics.json <==
{
  "detail_route.wl_per_cell_um": 22.92,
  "yosys_area_sq_mm": 0.007287,
  "syn_inst": 462,
  "worst-path-buf-inv": 1,
  "cts_tree": "done",
  "die_w_um": 137.0,
  "seqPwrFrac": 0.492,
  "grt_pass1_wl_um": 25490,
  "critPathMaxStageDelay_ns": 0.78,
  "grt_usage": 0.2126,
  "worstPathCellList": "clkdlybuf4s50_1, nand4b_1, nor3_1, or2_2",
  "comb_power_share": 0.102,
  "ir_worst_vdd_uv": 178.4,
  "worstPathRequired_ns": 6.70,
  "postPlaceCellArea_sq_mm": 0.007908,
  "routed_wl_um": 17120,
  "cts_root_buf": "clkbuf_16",
  "critPathArrivalTime_ns": 3.62,
  "row_count": 48,
  "rsz0062_at_grt": "no",
  "grt_pass1_vias": 4268,
  "fin_area_sq_mm": 0.008459,
  "regToRegSetupSlack_ns": 4.91,
  "dp.cells": 716,
  "end_kind": "register",
  "diodes": 0,
  "slew_violations": 0,
  "final_cells": 747,
  "clk_latency_ns": 0.42,
  "hold_violations": 0,
  "ant_nets": 0,
  "ys.flops": 144,
  "swShare": 0.2221,
  "finalCriticalPeriod_ns": 3.517,
  "clock_path_buffers": 2,
  "status": "completed",
  "rr_startpoint": "t[2][3]",
  "hold_depth": 3,
  "htreeDepth": 4,
  "avgSynthCellArea_sq_um": 15.77,
  "top_level_ports": 64,
  "die_y_um": 137.0,
  "synth_warnings": 1,
  "grt_max_degree": 33,
  "lay_top_cells": "144 x edfxtp_1, 130 x and2_1, 64 x mux4_2",
  "drt-initial-drc-count": 290,
  "die_area_sq_mm": 0.01876,
  "fin_setup_tns_ns": 0,
  "route.detailed.drc": 0,
  "final_common_cell": "edfxtp_1",
  "ff2ff_path_depth": 3,
  "worstHoldPathType": "reg2reg",
  "tool_warnings": 50,
  "placeableCoreArea_sq_mm": 0.01754,
  "fp_util": 0.4155,
  "critical_path_class": "in2reg",
  "antenna_found_initial": 0,
  "hpwlAfterDp_um": 11350,
  "cpMaxStageDelayCell": "nor3_1",
  "clock_sinks": 144,
  "ys_cells": 462,
  "startpoint": "rst",
  "fin_crit_sh": 0.5328,
  "vias": 4038,
  "timing.rr.end": "regA[3]",
  "synth_seq_share": 0.5934,
  "p_leak_nw": 2.906,
  "p_int_mw": 1.729,
  "gp_congestion": 0.8640,
  "post_cts_resized": 0,
  "switchingPower_uw": 493.7,
  "fmax_ghz": 0.2844,
  "finalSetupViolCount": 0,
  "drive_above_1_share": 0.2280,
  "max_slew_margin": 0.3622,
  "fin_skew_ns": 0.007375,
  "p_per_area_mw_per_mm2": 262.7,
  "postCtsHoldBufs": 0,
  "cp.depth": 4,
  "viasPerCell": 5.406,
  "portBuffers": 38,
  "drv_cap": 0,
  "critPathLaunchType": "primary input",
  "tightest_slew_ns": 0.9494,
  "clkPwrFrac": 0.406,
  "first_pass_iters": 4,
  "path_clk_slew_ns": 0.06,
  "crit_fanout": 20,
  "grt_overflow": 0,
  "cp-endpoint": "t[4][0]",
  "numCtsBuffers": 17,
  "cts_setup_buffers": 0,
  "netlist_area_sq_mm": 0.007287,
  "areaGrowthSynthToFinish_pct": 16.09,
  "synth.distinct_cells": 20,
  "cp_top_family": "simple AND/OR/NAND/NOR gates",
  "final_util": 0.4824
}
per-layer routing:
metal	GRT usage	routed length, um	share of wire
met1	0.2992	6593	0.39
met4	0.03541	348	0.020
met5	0.02500	55	0.0032
met3	0.1036	1824	0.11
met2	0.3235	8302	0.48
power by group through the flow:
stage,registers [mW],logic (mW),clock network (mW)
finish,1.09,0.227,0.902
global route,1.10,0.246,0.950
CTS,1.09,0.230,0.912
logic make-up after synthesis:
kind of cell / Yosys count / share of synthesized area
AOI/OAI and AO/OA: 32 / 0.03297
buffers and inverters: 30 / 0.01820
DFF: 144 / 0.5934
muxes: 64 / 0.1978
other: 1 / 0.0005146
and+or+nand+nor: 191 / 0.1571
how the worst min path moves through the flow:
| stage | start | end | slack [ns] |
|---|---|---|---|
| final | s[2][3] | regB[3] | 0.80 |
| after CTS | s[2][3] | regB[3] | 0.80 |
| after global routing | s[0][1] | regB[1] | 0.84 |
cells in the mapped netlist:
cell type / n / area, sq um
a22oi_1: 32 / 240.2
and2_1: 130 / 813.3
buf_1: 7 / 26.28
buf_2: 4 / 20.02
buf_4: 4 / 30.03
clkbuf_1: 15 / 56.30
conb_1: 1 / 3.750
edfxtp_1: 144 / 4324
mux4_2: 64 / 1441
nand2_1: 17 / 63.81
nand2b_1: 2 / 12.51
nand4b_1: 1 / 8.760
nand4bb_1: 2 / 22.52
nor2_1: 11 / 41.29
nor2_2: 3 / 18.77
nor2b_1: 4 / 25.02
nor3_1: 3 / 15.01
nor3_2: 1 / 10.01
or2_2: 16 / 100.1
or4b_4: 1 / 13.76
final cells by class:
class,instances,area (sq um)
Clock inverter,12,118.9
Clock buffer,19,432.9
Tap cell,225,281.5
Sequential cell,144,4324
Multi-Input combinational cell,303,2887
Fill cell,1459,9077
Timing Repair Buffer,44,415.4
state kept, by name (all words and copies together), names as in the netlist:
name,flops
s,64
regB,8
t,64
regA,8
metrics by stage:
step           worst slack (ns)  total power [mW]  hold WS [ns]
5_1_grt                   2.842             2.296        0.8374
4_1_cts                   3.077             2.235        0.8017
2_1_floorplan             3.867             1.239        0.7309
6_report                  3.083             2.222        0.8041
3_3_place_gp              2.693             1.332        0.7818
3_5_place_dp              2.684             1.340        0.7826
worst register-to-register path: cells and delay by family (launching register included):
family	cells	cell delay [ns]
compound gates	1	0.41
flops	1	0.40
mux	1	0.50
simple gates	1	0.11
Power figures rest on the tool's default switching activity, not on a simulated workload.
