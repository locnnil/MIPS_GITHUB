<file path="/design/flow/design.v">
module InstFetch(
	input clk, rst,
	output [31:0] IF_OUT  
);
wire [9:0] pco;
wire [9:0] instmem;
PC pc(
	.clk(clk),
	.rst(rst),
	.pc_out(pco)
);
instructionmemory IM(
	.clk(clk),
	.address(pco),
	.data_out(instmem)
);
Register RINST(
	.clk(clk),
	.rst(rst),
	.data_In(instmem),
	.data_Out(IF_OUT)
);
endmodule
module instructionmemory(clk, address, data_out);
	parameter DATA_WIDTH = 32, ADDR_WIDTH = 10;
	integer i;
	input clk;
	input[(ADDR_WIDTH - 1):0] address;  
	output reg[(DATA_WIDTH - 1):0] data_out;  
	reg [15:0] inst_mem;
	initial
	begin
		inst_mem[0] <= 32'b000011_01111_00000_0000101000000000;
		inst_mem[1] <= 32'b000011_01111_00001_0000101000000001;
		inst_mem[2] <= 32'b000011_01111_00010_0000101000000010;
		inst_mem[3] <= 32'b000011_01111_00011_0000101000000011;
		inst_mem[7] <= 32'b000010_00000_00001_00111_01010_110010;
		inst_mem[8] <= 32'b000010_00010_00011_01000_01010_100000;
		inst_mem[9] <= 32'b000010_00111_01000_01001_01010_100010;
		inst_mem[0] <= 32'b000011_01111_00000_0000101000000000;
		inst_mem[1] <= 32'b000011_01111_00001_0000101000000001;
		inst_mem[2] <= 32'b000011_01111_00010_0000101000000010;
		inst_mem[3] <= 32'b000011_01111_00011_0000101000000011;
		inst_mem[4] <= 32'b000011_01111_00100_0000101000000000;
		inst_mem[5] <= 32'b000011_01111_00101_0000101000000000;
		inst_mem[6] <= 32'b000011_01111_00110_0000101000000000;
		inst_mem[7] <= 32'b000010_00000_00001_00111_01010_110010;
		inst_mem[8] <= 32'b000010_00010_00011_01000_01010_100000;
		inst_mem[9] <= 32'b000010_00111_01000_01001_01010_100010;
	end
	always @ (posedge clk)
		 data_out <= inst_mem[address];
endmodule
module PC(
	clk, 			 
	rst, 			 
	pc_out		 
	);
	input clk, rst;
	output [9:0] pc_out;  
	reg [9:0] reg_pc;  
	always@(posedge clk or posedge rst)
	begin 
		if(rst)
			reg_pc <= 0; 	
		else
			reg_pc <= reg_pc + 1'b1;  
	end
	assign pc_out = reg_pc;
endmodule
module Register #(
	parameter DATA_WIDTH = 31
)
(
	input clk,
	input rst,
	input[DATA_WIDTH:0] data_In,
	output reg[DATA_WIDTH:0] data_Out
);
always @ (posedge clk) begin
	if(rst)
		data_Out <= 0;
	else
		data_Out <= data_In;
end
endmodule
</file>
<file path="/design/flow/run.sh">
#!/bin/bash
# OpenROAD 26Q1-2900-gdf79404cd8, Yosys 0.63+post, stock flow scripts
make -C /OpenROAD-flow-scripts/flow DESIGN_CONFIG=/design/flow/config.mk WORK_HOME=/design/flow/orfs finish
</file>
<file path="/design/flow/config.mk">
export PLATFORM = sky130hd
export DESIGN_NAME = InstFetch
export DESIGN_NICKNAME = InstFetch
export VERILOG_FILES = /design/flow/design.v
export SDC_FILE = /design/flow/constraint.sdc
export NUM_CORES = 4
export LEC_CHECK = 1
export CORE_AREA = 10 10 70 70
export DIE_AREA = 0 0 80 80
</file>
<file path="/design/flow/constraint.sdc">
current_design InstFetch

set clk_period 1.5
set clk_io_pct 0.2

create_clock -name clk0 -period $clk_period [get_ports {clk}]

set non_clock_inputs [all_inputs -no_clocks]
set_input_delay [expr $clk_period * $clk_io_pct] -clock clk0 $non_clock_inputs
set_output_delay [expr $clk_period * $clk_io_pct] -clock clk0 [all_outputs]
</file>
==> out/metrics.cfg <==
[global_routing]
grt_pass1_wl_um=931
grt_use_total_pct=1.76
grt_pass1_vias=243
grt_max_degree=5
grt_overflow=0
antenna_found_initial=0

[yosys]
ys_ff=6
synth_area_um2=430
netlist_instances=46
synth_area_leader_cell=buf_4
common_cells=31 x buf_4, 4 x dfrtp_1, 2 x dfxtp_1, 2 x inv_1
topCellsByArea=buf_4 54%, dfrtp_1 23%, dfxtp_1 9.3%
syn_area_per_cell_um2=9.36
top_area_share_pct=54.1
synth-async-reset-ratio_pct=66.7
synth_warnings=11
most_common_cell=buf_4
ys_cells=46
synth-main-ff-cell=dfrtp_1
enable_flop_cells=0
ys_seq_share_pct=32.6
ys_chip_area_um2=430
yosysUniqueCellTypes=11

[drt]
drt_iter0_markers=0
dr.pass1.iters=1
totalWireLength_um=637
post_drt_wl_per_cell_um=6.57
vias=190
drcViolationCount=0
avgViaCountPerCell=1.96
detail-route-antenna-nets=0
diodes=0

[final_timing]
whs_ns=0.286
setup_tns_ns=0
fmax_ghz=0.778
post-route-period-util_pct=85.7
finalSetupViolations=0
fin_worst_skew_ns=0.00255
drv_slew=0
rsz0062_at_grt=false
finalHoldViolations=0
fin_crit_ns=1.28

[cts]
cts-buffers-inserted=3
cts.path.max_buffers=2
clk_latency_ns=0.24
cts_tree=done
cts_hold_buf=0
clock_sinks=6
path_clk_slew_ns=0.04
htree_levels=1
cts-root-buf=clkbuf_4
cts_setup_buffers=0
cts_resized=0

[pwr]
power.static_leakage_uw=0.000229
p_int_uw=265
p_switching_uw=61.8
clockPowerShare_pct=47.5
power_density_mw_per_mm2=788
sw_frac_of_total_pct=18.9
peakVddDrop_v=0.000176
seq_power_share_pct=49.5
combPwrFrac_pct=3.0

[die]
fp_util_pct=12.6
core_mm2=0.00342
die_h_um=80
die-area_mm2=0.00640
boundaryPins=34
dieWidth_um=80
fp-row-count=21

[setup_path]
slowest_stage=clkdlybuf4s50_1
cp.depth=1
required_ns=1.20
r2r_end=pc.reg_pc[2]
r2r-start=pc.reg_pc[0]
end_kind=output port
critPathKind=reg -> out
path_cells=clkdlybuf4s50_1
reg2reg_slack_ns=0.63
start_kind=flip-flop
critPathMaxStageDelay_ns=0.45
cp_top_family=buffers and inverters
path_buffers=1
critPathMaxFanout=1
r2r_cells=2
arrival_ns=0.98

[cells_and_area]
drive_gt1_share_pct=5.88
final_core_util_pct=12.1
fillerInstances=406
area_growth_pct=-3.78

[placed_design]
portBuffers=2
place_congestion=0.673
hpwl_um=584

[hold_path]
hold_path_class=in -> async

[run]
warnings=25
maxCapViolations=0

[outcome]
outcome=finished, final reports clean

==> cells in the final DEF, fill, tap and decap left out <==
| master | instances |
|---|---|
| conb_1 | 31 |
| dfrtp_1 | 4 |
| clkbuf_4 | 3 |
| dfxtp_1 | 2 |
| inv_1 | 2 |
| clkdlybuf4s50_1 | 2 |
| xor2_1 | 1 |
| nor3_1 | 1 |
| nor2b_1 | 1 |
| nand3_1 | 1 |
| xnor2_1 | 1 |
| ha_1 | 1 |
| clkbuf_1 | 1 |
==> state kept, by name, summed over array words and instances, names as in the netlist <==
register	count
pc.reg_pc	4
RINST.data_Out	1
IM.data_out	1
==> per-stage QoR <==
| stage | instances | instance area, um2 | total power (uW) | setup slack (ns) |
|---|---|---|---|---|
| 3_3_place_gp | 93 | 388 | 177 | 0.456 |
| 2_1_floorplan | 76 | 543 | 223 | 0.658 |
| 5_1_grt | 97 | 414 | 352 | 0.176 |
| 4_1_cts | 97 | 414 | 338 | 0.196 |
| 6_report | 97 | 414 | 326 | 0.215 |
| 3_5_place_dp | 93 | 388 | 177 | 0.458 |
==> logic make-up (layout without fill, tap and decap cells) <==
family / count (synthesis) / after routing / synth area share (%)
DFF: 6 / 6 / 32.6
adders and majority gates: 1 / 1 / 2.91
buffers and inverters: 33 / 8 / 55.8
xor gates and xnor gates: 2 / 2 / 4.07
and+or+nand+nor: 3 / 3 / 3.78
other: 1 / 31 / 0.871
==> routing by layer <==
metal | share of wire, % | vias to the layer above | GRT usage [%]
met5 | 0 | - | 0
met4 | 0 | 0 | 0.176
met3 | 14 | 0 | 1.48
met2 | 47 | 20 | 2.81
met1 | 39 | 83 | 1.81
li1 | - | 87 | -
==> power by group through the flow <==
stage	clock (uW)	combinational [uW]	sequential [uW]
5_1_grt	176	15.1	161
4_1_cts	164	12.7	162
6_report	155	9.74	162
==> worst reg2reg max path: stages, from the launching register on <==
cell and delay, ns:
dfrtp_1 0.39, ha_1 0.21, xor2_1 0.15
==> worst max-delay path by stage <==
stage | startpoint | endpoint | slack [ns]
4_1_cts | RINST.data_Out[0] | IF_OUT[0] | 0.20
5_1_grt | RINST.data_Out[0] | IF_OUT[0] | 0.18
6_report | RINST.data_Out[0] | IF_OUT[0] | 0.22
==> area by class of cell <==
| cell class | instances | area (um2) | area share, % |
|---|---|---|---|
| multi-input combinational | 37 | 163 | 39.3 |
| sequential | 6 | 140 | 33.8 |
| tap | 46 | 57.6 | 13.9 |
| clock buffer | 4 | 26.3 | 6.34 |
| timing repair buffer | 2 | 20.0 | 4.83 |
| inverter | 2 | 7.51 | 1.81 |
Power and IR drop assume default switching activity.
